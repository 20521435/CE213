--- flow/design.v ---
module register (CLK, data_in, CS, data_out);
  input CLK, CS;
  input [31:0] data_in;
  output reg [31:0] data_out;
  always @(posedge CLK) begin
    if (!CS) data_out <= 0;
    else data_out <= data_in;
  end
endmodule
--- flow/run.sh ---
#!/bin/bash
# OpenROAD 26Q1-2900-gdf79404cd8, Yosys 0.63+post, stock flow scripts
make -C /OpenROAD-flow-scripts/flow DESIGN_CONFIG=/design/flow/config.mk WORK_HOME=/design/flow/orfs finish
--- flow/config.mk ---
export PLATFORM = sky130hd
export DESIGN_NAME = register
export DESIGN_NICKNAME = register
export VERILOG_FILES = /design/flow/design.v
export SDC_FILE = /design/flow/constraint.sdc
export NUM_CORES = 4
export LEC_CHECK = 1
export CORE_AREA = 10 10 82 82
export DIE_AREA = 0 0 92 92
--- flow/constraint.sdc ---
current_design register

set clk_period 1.0
set clk_io_pct 0.2

create_clock -name clk0 -period $clk_period [get_ports {CLK}]

set non_clock_inputs [all_inputs -no_clocks]
set_input_delay [expr $clk_period * $clk_io_pct] -clock clk0 $non_clock_inputs
set_output_delay [expr $clk_period * $clk_io_pct] -clock clk0 [all_outputs]
==> flow_summary.yaml <==
# synthesis and place-and-route metrics
outcome:
  status: "finished clean"
grt:
  antenna_found_initial: 0
  first_global_vias: 784
  grt_pass1_wl_um: 4080
  grt_max_degree: 29
  grt_usage: 0.0593
  overflow: 0
worst_setup_path:
  crit_chain: "clkdlybuf4s15_1"
  cp_max_fo: 1
  crit_start: "data_out[20]"
  path_buffers: 1
  crit_type: "reg -> out"
  cp.required_ns: 0.80
  arrival_ns: 0.76
  cp-endpoint: "data_out[20]"
  cp_num_cells: 1
  cp-end-kind: "primary output"
  start_kind: "register"
  cp_slowest_cell: "dfxtp_2"
  max_stage_delay_ns: 0.32
  critPathTopFamily: "flip-flops"
detailed_routing:
  drtAntennaViolNets: 0
  drt_pass1_iterations: 2
  drc: 0
  drt_wl_total_um: 2480
  drt_iter0_markers: 1
  diodes: 0
  num_vias: 679
  viasPerCell: 3.25
  wl_per_cell_um: 11.8
floorplanning:
  core_area_sq_um: 5070
  die-area_sq_um: 8460
  fp-utilization: 0.177
  chipHeight_um: 92
  io_pins: 66
  num_rows: 26
  dieWidth_um: 92
logic_synthesis:
  ys_seq_frac: 0.715
  ys_warn_count: 1
  ys_cells: 67
  synth_cells: 67
  top_cells_by_area: "dfxtp_1 (72%), and2_2 (27%), clkbuf_2 (1.7%)"
  top_area_frac: 0.715
  edf_count: 0
  ff_type: "dfxtp_1"
  largest_area_cell: "dfxtp_1"
  top_cells_by_count: "and2_2 (32), dfxtp_1 (32), clkbuf_2 (3)"
  ys.flops: 32
  syn_area_sq_um: 896
  syn_area_per_cell_sq_um: 13.4
  ys_async_sr_fraction: 0
  synth.distinct_cells: 3
  yosysChipArea_sq_um: 896
sta:
  fmax_mhz: 1040
  tightestPinTransition_ns: 0.135
  rsz0062_at_grt: "no"
  report.final.slew_viol_count: 0
  period_needed_ns: 0.959
  slew_headroom: 0.910
  hold_viol_final: 0
  finalClockPeriodUsage: 0.959
  setup_viol: 0
cts:
  numCtsBuffers: 5
  cts_tree: "yes"
  cts_buffer_depth: 2
  cts_root_buf: "clkbuf_8"
  post-cts-setup-buffers: 0
  path_clk_slew_ns: 0.07
  clock_sink_count: 32
  htreeDepth: 2
place:
  port_buffers: 65
  gp_congestion: 0.638
  placed_cell_area_sq_um: 1650
  dpl.hpwl_um: 1960
final_layout:
  final_util: 0.341
  largest_register: "data_out"
  drive_above_1_share: 0.403
  area_growth_pct: 93.0
  largest_reg_flops: 32
  reg_top3: "data_out: 32 flops"
  stdcell_area_sq_um: 1730
power_and_ir_drop:
  vdd_drop_max_v: 0.000719
  power.leakage_nw: 0.720
  p_per_area_nw_per_um2: 1640
  p_total_mw: 2.84
min_path:
  hp-class: "in -> reg"
  holdCritStartpoint: "data_in[30]"
job:
  warnings: 25
  drv_cap: 0
## per-stage QoR
stage               hold slack (ns)  setup slack [ns]  std cells  TNS [ns]
floorplan                     0.336             0.405         67         0
global placement              0.797            -0.138        201     -3.71
detailed placement            0.800            -0.144        201     -3.94
CTS                           0.503           0.00372        209         0
global route                  0.512          0.000381        209         0
finish                        0.512            0.0410        209         0
## cells by family (layout without fill, tap and decap cells)
kind of cell           count (synthesis)  after routing  share of synthesized area
buffers and inverters                  3             75                     0.0168
DFF                                   32             32                      0.715
and+or+nand+nor                       32             32                      0.268
## what timing repair did
action | 4_1_cts | 5_1_grt
hold buffers | 0 | 0
setup endpoints to repair | 32 | 11
pin swaps | 0 | 0
gates resized | 65 | 14
## layout make-up
type / instances / area (sq um)
Sequential cell: 32 / 651
Fill cell: 522 / 3350
Clock buffer: 6 / 72.6
Multi-Input combinational cell: 32 / 240
Clock inverter: 2 / 35.0
Tap cell: 70 / 87.6
Timing Repair Buffer: 67 / 643
## report_power, final
part	switching, mW	internal (mW)
Combinational	0.0539	0.234
Clock	0.447	0.738
Sequential	0.0163	1.35
## cells in the final DEF, fill, tap and decap left out, drive strengths merged
cell,count
buf,2
and2,32
dfxtp,32
bufinv,1
clkinv,1
clkdlybuf4s50,33
clkbuf,13
clkdlybuf4s15,25
## per-layer routing
layer | vias to the layer above | GRT usage | share of wire
met5 | - | 0 | 0
met1 | 284 | 0.0770 | 0.45
met3 | 3 | 0.0461 | 0.17
met2 | 51 | 0.0776 | 0.38
met4 | 0 | 0.00900 | 0.011
li1 | 341 | - | -
## worst min-delay path by stage
stage	endpoint	slack, ns	depth (start not counted)
after global routing	data_out[16]	0.51	2
final	data_out[30]	0.51	2
after CTS	data_out[30]	0.50	2
